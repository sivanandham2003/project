## flow/config.mk

```make
export PLATFORM = sky130hd
export DESIGN_NAME = registerFile
export DESIGN_NICKNAME = registerFile
export VERILOG_FILES = /design/flow/design.v
export SDC_FILE = /design/flow/constraint.sdc
export NUM_CORES = 4
export LEC_CHECK = 1
export CORE_UTILIZATION = 50
```

## flow/design.v

```verilog
module registerFile(
  input clk,
  input RegWrite,jump_enb,
  input [4:0] rs1, rs2, rd,
  input [31:0] writeData,pc_out,
  output [31:0] readData1, readData2
);
  reg [31:0] registers[0:31];
  integer i;
  assign readData1 = (rs1 != 5'd0) ? registers[rs1] : 32'b0;
  assign readData2 = (rs2 != 5'd0) ? registers[rs2] : 32'b0;
  always @(posedge clk) begin
    if (RegWrite && rd != 5'd0) begin
      registers[rd] <= (jump_enb) ?( pc_out+4) : writeData;
    end
  end
  initial begin
    for (i = 0; i < 32; i = i + 1) begin
      registers[i] = 32'b0;
    end
  end
  initial begin
    registers[2]=32'd3;
    registers[4]=32'd1;
    registers[10]=32'd1027;
  end
endmodule
```

## flow/constraint.sdc

```tcl
current_design registerFile

set clk_period 11.0
set clk_io_pct 0.2

create_clock -name clk0 -period $clk_period [get_ports {clk}]

set non_clock_inputs [all_inputs -no_clocks]
set_input_delay [expr $clk_period * $clk_io_pct] -clock clk0 $non_clock_inputs
set_output_delay [expr $clk_period * $clk_io_pct] -clock clk0 [all_outputs]
```

## flow/run.sh

```bash
#!/bin/bash
# OpenROAD 26Q1-2900-gdf79404cd8, Yosys 0.63+post, stock flow scripts
make -C /OpenROAD-flow-scripts/flow DESIGN_CONFIG=/design/flow/config.mk WORK_HOME=/design/flow/orfs finish
```

==> reports/metrics.cfg <==
[run_status]
status = completed

[sta]
rsz0062_at_grt = no
worst_pin_slew_ns = 1.03
min_period_over_period_pct = 74.5
max_freq_ghz = 0.122
slew_headroom_pct = 31.1
fin_crit_ns = 8.20
finalHoldViolations = 0
setup_violations = 0
slew_viol_final = 0
setup-tns-final_ns = 0
holdWs_ns = 2.49

[finish]
area_delta_synth_final_pct = 14.3
final.fill_count = 6964
largest_register = registers
largest_reg_flops = 1024
final_cell_mix = edfxtp_1 (1024), mux4_2 (448), clkdlybuf4s50_1 (134)
post-route-util_pct = 58.0
drive_gt1_share_pct = 30.7
largestRegisters = registers x1024
mostFrequentLayoutCell = edfxtp_1

[detailed_routing]
first_iter_violations = 2138
highest_layer = met5
wl_per_cell_um = 37.4
dr.pass1.iters = 5
routed_via_density = 6.89
wl_met1_um = 46900
wl_um = 155000
wl_met2_um = 70200
ant_nets = 0
vias = 28500
wl_met3_um = 30700
remaining_drc_errors = 0

[logic_synthesis]
yosys-stat-area_mm2 = 0.0485
ys_cells = 2603
area_leaders = edfxtp_1 (63%), mux4_2 (21%), mux2i_1 (2.7%), mux2_2 (1.6%), a311oi_1 (1.2%)
yosys.area.top_type = edfxtp_1
ys_types = 48
netlist_instances = 2603
ys.flop_type = edfxtp_1
edf_count = 1024
synth-seq-cells = 1024
synthArstFlopShare_pct = 0
top_area_share_pct = 63.4
ys_seq_share_pct = 63.4
synth_area_mm2 = 0.0485
avgSynthCellArea_um2 = 18.6
yosys_warnings = 1

[worst_setup_path]
crit_type = in2out
required_ns = 8.80
crit_path_end = readData1[17]
startpoint = rs1[4]
cp_max_fo = 23
start_kind = primary input
worstPathArrival_ns = 6.00
cp-end-kind = output pin

[grt]
track_usage_pct = 36.3
grt_max_degree = 92
grt-ovfl-total = 0
grt_pass1_wl_um = 222000
antenna_found_initial = 0
grt_pass1_vias = 32000

[floorplanning]
io_pins = 146
core_area_mm2 = 0.0956
fp_util_pct = 50.7
core.rowCount = 113
die_height_um = 313
dieArea_mm2 = 0.0982
dieWidth_um = 313

[clock_tree]
cts-hold-fix-buffers = 0
root_buffer = clkbuf_16
path_clk_slew_ns = 0.05
cts_resized = 0
cts_tree = built
postCtsSetupRepairBufs = 0
cts_inserted_buffers = 109
htreeDepth = 3
cts.sinks = 1024
clockBufferDepth = 3

[place]
dpl.hpwl_um = 91300
placement.io_buffers = 145
gp_congestion = 0.908

[job]
maxCapViolCount = 0
tool_warnings = 26

[power]
power_density_mw_per_mm2 = 161
ir_worst_vdd_v = 0.000134
p_total_uw = 8920
p_leak_uw = 0.0176

[hold_path]
hp-class = in2reg

==> power breakdown <==
group | internal (uW) | switching (uW) | leakage [uW] | total, uW
sequential | 4390 | 23.9 | 0.00952 | 4420
combinational | 366 | 512 | 0.00635 | 878
clock | 2110 | 1520 | 0.00170 | 3620
==> cell type report <==
cell class              instances  area (um^2)  share of cell area (%)
diodes                          1         2.50                 0.00452
clock buffers                 125         2790                    5.03
clock inverters                72          706                    1.27
inverters                       5         21.3                  0.0384
multi-input cells            1383        17200                    31.0
flip-flops and latches       1024        30700                    55.5
well taps                    1265         1580                    2.86
repair buffers                265         2370                    4.29
==> logic make-up after synthesis <==
kind of cell / after synthesis / synth area share (%)
adders and majority gates: 1 / 0.0258
and+or+nand+nor: 310 / 3.26
buffers and inverters: 227 / 2.29
AOI/OAI and AO/OA: 383 / 5.71
muxes: 644 / 25.0
xor gates and xnor gates: 13 / 0.235
other: 1 / 0.00774
DFF: 1024 / 63.4
==> how the worst min path moves through the flow <==
stage,cells after the start,start,to,slack (ns)
4_1_cts,4,writeData[11],registers[21][11]$_DFFE_PP_,2.46
5_1_grt,4,writeData[15],registers[21][15]$_DFFE_PP_,2.52
6_report,4,writeData[11],registers[17][11]$_DFFE_PP_,2.49
==> worst max-delay path, stage by stage <==
cell	delay, ns
buf_2	0.33
buf_4	0.52
or2_2	0.52
or4_2	0.50
buf_4	0.48
o21ai_0	0.18
a311oi_1	0.61
clkdlybuf4s50_1	0.60
==> metal layers <==
metal  up-vias  GRT usage (%)
met2      2311           50.0
met3       375           30.4
met1     14200           44.6
met4         9           11.4
met5         -           1.45
li1      11600              -
==> synth_stat cells (2+ instances only) <==
master	count
a211oi_1	64
a21oi_1	13
a221oi_1	20
a22oi_1	64
a311oi_1	64
a31oi_1	15
and2_1	3
and3_1	6
and4_1	2
buf_1	7
buf_2	77
buf_4	37
buf_6	3
clkbuf_1	97
edfxtp_1	1024
inv_1	5
mux2_2	67
mux2i_1	129
mux4_2	448
nand2_1	95
nand2b_1	4
nand3_1	17
nand3b_1	5
nand4_1	11
nor2_1	65
nor2b_1	70
nor3_1	3
nor4_1	2
o2111ai_1	44
o21ai_0	79
o21ai_1	7
o31ai_1	11
or2_2	2
or3_1	3
or3b_2	3
or4_1	14
xnor2_1	8
xor2_1	5
==> metrics by stage <==
| step | setup WS (ns) | std cells | area (um^2) |
|---|---|---|---|
| final | 2.80 | 4140 | 55400 |
| after CTS | 2.76 | 4139 | 55400 |
| after floorplan | 5.27 | 2634 | 48600 |
| after detailed placement | 2.74 | 3942 | 51900 |
| after global routing | 2.63 | 4139 | 55400 |
| after global placement | 2.84 | 3942 | 51900 |
Power figures rest on the tool's default switching activity, not on a simulated workload.

`design/flow/run.sh`:
```
#!/bin/bash
# OpenROAD 26Q1-2900-gdf79404cd8, Yosys 0.63+post, stock flow scripts
make -C /OpenROAD-flow-scripts/flow DESIGN_CONFIG=/design/flow/config.mk WORK_HOME=/design/flow/orfs finish
```
`design/flow/design.v`:
```
module instructionMemory(
  input [31:0] addr,
  output [31:0] instruction
);
  reg [31:0] memory [0:255];
  integer i;
  assign instruction = memory[addr[9:2]];
  initial begin
    for (i = 0; i < 256; i = i + 1)
      memory[i] = 32'b0;
  memory[0]=32'h00122083;  
  memory[1]=32'h00422403;  
  memory[2]=32'h0080c3b3;  
  memory[3]=32'h0070c463; 
  memory[4]=32'h00422483;  
  memory[5]=32'h0074a3a3;  
  memory[6]=32'h00408613;  
  memory[7]=32'h01008767;  
  end
endmodule
```
`design/flow/config.mk`:
```
export PLATFORM = sky130hd
export DESIGN_NAME = instructionMemory
export DESIGN_NICKNAME = instructionMemory
export VERILOG_FILES = /design/flow/design.v
export SDC_FILE = /design/flow/constraint.sdc
export NUM_CORES = 4
export LEC_CHECK = 1
export CORE_AREA = 10 10 70 70
export DIE_AREA = 0 0 80 80
export SYNTH_MEMORY_MAX_BITS = 65536
```
`design/flow/constraint.sdc`:
```
current_design instructionMemory

set clk_period 1.9
set clk_io_pct 0.2

create_clock -name clk0 -period $clk_period

set non_clock_inputs [all_inputs -no_clocks]
set_input_delay [expr $clk_period * $clk_io_pct] -clock clk0 $non_clock_inputs
set_output_delay [expr $clk_period * $clk_io_pct] -clock clk0 [all_outputs]
```
==> run summary <==
State of the implementation.

- Per the run report, area growth between synthesis and finish was 88.2%.
- The data arrival time of the critical path is 1.55 ns, for reference.
- After layout, the design draws a total of 0.112 mW.
- Per the OpenROAD power report, leakage power amounts to 0.439 nW.
- The maximum vdd ir drop is 0.0000632 V, for reference.
- The share of total power in sequential cells is 0%, for reference.
- The final reports fail on setup timing.
- Setup repair after global routing could not meet its margin everywhere.
- Detailed-route iteration 0 reported a violation count of 36.
- Leaving out fill and tap cells, the most frequent cells in the layout are 14 x sky130_fd_sc_hd__buf_4, 14 x sky130_fd_sc_hd__buf_2, 12 x sky130_fd_sc_hd__conb_1.
- In this run the critical path is formed by buf_8 > or4_4 > buf_6 > buf_6 > a211oi_2 > buf_2.
- According to the dpl log, the detail-placed design has an HPWL of roughly 1.3 mm.
- The number of cells produced by synthesis is 60, for reference.
- The launch point of the worst min-delay path is recorded as addr[9].
- The total power density per cell area is 122 nW/µm², for reference.
- In the routed netlist, the antenna diode instances number 0.
- The combinational share of power is 100.0%, for reference.
- The vertical die size is 80 µm, for reference.
- Measured on the finished design, the core utilization comes to around 27%.
- The sequential cell area is 0 µm², for reference.
- The number of DRC violations after detailed routing is 0, for reference.
- The post-layout worst setup margin is -0.0303 ns, for reference.
- In this run, the clock network consumes 0% of the power.
- The horizontal die dimension is 80 µm, for reference.
- STA classifies the critical path startpoint as an input port.
- The number of iterations in the first detailed-routing pass is 4, for reference.
- The final layout contains a sequential cell count of 0.
- The cell total after placement is 134, for reference.
- STA classifies the critical path endpoint as a primary output.
- The delay of the slowest cell on the worst path is 0.56 ns, for reference.
- The worst hold path was traced through 4 stages.
- The initial antenna violation count is 0, for reference.
- In this run the mean area of a mapped cell was 8.11 µm².
- The type recorded for the worst min-delay path is input port to primary output.
- Once the floorplan was initialized, standard cells occupied 14.2% of the core.
- The number of failing setup endpoints in the final timing report is 4, for reference.
- In the hold report, the worst path ends at instruction[20].
- The highest clock rate this design can be run at is 518 MHz.
- The kind of critical path is input port to primary output, for reference.
- Across every metal layer, demand over resource in global routing totals 6.21%.
- The post-route antenna net violation count is 0, for reference.
- The area of all placed cells without fillers is 916 µm², for reference.
- The standard cell with the maximum stage delay on the critical path is sky130_fd_sc_hd__or4_4, for reference.
- The pre-CTS setup slack is -0.761 ns, for reference.
- The final max-slew violation count recorded for this run is 0.
- Post-route period utilization is reported as 102%.
- After floorplanning, the core was divided into 21 placement rows.
- The tally of max-capacitance violations is 0, for reference.
- The total of fill cells in the finished design is 382, for reference.
- The internal power of the cells totals 0.0574 mW.
- The net switching power figure is 0.0547 mW, for reference.
- The number of synthesis warnings is 1, for reference.
- Counting distinct cell types in the post-synthesis netlist gives 18.
- The count of buffers from port buffering is 28, for reference.
- The wire length of the first global-routing pass is about 3.3 mm, for reference.
- For this run, the register share of the synthesized area comes to 0%.
- The post-route netlist has ~64% of its cells at a drive strength greater than 1.
- The number of top-level pins is 64, for reference.
- The count of vias placed by the detailed router is 554, for reference.
- In the final layout, the clock buffer count is 0.
- The run finished, with violations left.
- After detailed placement, the total cell area comes to 795 µm².
- Net switching is 48.8% of the power.
- The most prevalent standard cell on the critical path is sky130_fd_sc_hd__buf_6, for reference.
- The number of global-route vias before repair is 604, for reference.
- The count of cells in the finished layout, fillers not included, comes to ~150.
- Counting endpoints that fail hold in the final report gives 0.
- The number of logged tool warnings is 63, for reference.
- The average detailed-routed wire length per instance is 13.3 µm, for reference.
- For this design, Yosys synthesis ends with a cell count of 60.
- The global route stage reports its total congestion overflow as 0.
- The final RePlAce weighted congestion is 0.712, for reference.
- Post-synthesis, Yosys gives the total cell area as just under 500 µm².
- The overall chip area is approximately 6400 µm², for reference.
- After layout, the minimum clock period comes to 1.93 ns.
- The largest net degree at the start of global routing is 19, for reference.
- Max fanout on the critical path was recorded as 4.
- The count of hold-fix buffers inserted at cts is 0, for reference.
- The required time of the worst setup path is 1.52 ns, for reference.
- The number of vias per cell after detailed routing is 3.72, for reference.
- After synthesis the cells add up to just under 500 µm².
- The routed design has 1.98 mm of wire.
- The total area inside the core boundary comes to around 3400 µm².
critical path, delay by kind of cell:
kind                   cells  cell delay (ns)
and+or+nand+nor            1             0.56
AOI/OAI and AO/OA          1             0.13
buffers and inverters      4             0.48
cells by family after synthesis:
family	share of synthesized area (%)
and+or+nand+nor	36.2
buffers and inverters	31.1
AOI/OAI and AO/OA	16.5
adders and majority gates	15.4
other	0.770
final cells by class:
class | instances | area (µm²) | share of cell area, %
multi-input combinational | 53 | 467 | 51.0
timing repair buffer | 48 | 384 | 41.9
tap | 46 | 57.6 | 6.28
inverter | 2 | 7.51 | 0.820
per-stage QoR:
stage | setup TNS, ns | hold slack (ns)
3_3_place_gp | -13.18 | 1.87
6_report | -0.0799 | 1.16
4_1_cts | -0.143 | 1.15
5_1_grt | -0.263 | 1.18
2_1_floorplan | 0 | 0.773
3_5_place_dp | -13.36 | 1.86
how the worst max path moves through the flow:
stage,from,to
4_1_cts,addr[9],instruction[22]
5_1_grt,addr[7],instruction[21]
6_report,addr[7],instruction[21]
cell usage after synthesis (all sizes together):
master	number	area (µm²)
a211oi	8	80.1
clkbuf	2	7.51
nor2	1	3.75
conb	1	3.75
nand2b	8	50.1
and4bb	2	25.0
or2	1	6.26
or4	1	11.3
inv	2	7.51
buf	17	136
ha	6	75.1
nor3	5	50.1
nor3b	2	15.0
nand2	4	15.0
timing repair:
item	in CTS	in global routing
pin swaps	14	5
setup endpoints to repair	20	9
hold endpoints to repair	0	0
resized	91	9
buffers inserted	13	0
gates cloned	3	0
metal layers:
metal  track usage [%]  part of all wire, %  routed length, µm
met5                 0                    0                  0
met3              1.25                  5.2                103
met2              8.03                   39                765
met1              10.4                   56               1110
met4                 0                    0                  0
power groups by stage:
stage | registers [mW] | clock network [mW] | logic [mW]
6_report | 0 | 0 | 0.112
5_1_grt | 0 | 0 | 0.123
4_1_cts | 0 | 0 | 0.109
Power is estimated from default activity; no workload was simulated.

<file path="/design/flow/config.mk">
export PLATFORM = sky130hd
export DESIGN_NAME = alu
export DESIGN_NICKNAME = alu
export VERILOG_FILES = /design/flow/design.v
export SDC_FILE = /design/flow/constraint.sdc
export NUM_CORES = 4
export LEC_CHECK = 1
export CORE_UTILIZATION = 50
</file>
<file path="/design/flow/constraint.sdc">
current_design alu

set clk_period 10.4
set clk_io_pct 0.2

create_clock -name clk0 -period $clk_period

set non_clock_inputs [all_inputs -no_clocks]
set_input_delay [expr $clk_period * $clk_io_pct] -clock clk0 $non_clock_inputs
set_output_delay [expr $clk_period * $clk_io_pct] -clock clk0 [all_outputs]
</file>
<file path="/design/flow/design.v">
module alu (
    input wire [31:0] a1,
    input wire [31:0] mux_scr2,
    input wire [3:0] alu_sel,
    input wire [2:0] b_sel,
    output reg take_branch,
    output reg [31:0] alu_rslt
);
    always @(*) begin
        case (alu_sel)
            4'b0000: alu_rslt = a1 + mux_scr2;  
            4'b0001: alu_rslt = a1 - mux_scr2;  
            4'b0010: alu_rslt = a1 << (mux_scr2[4:0]);  
            4'b0011: alu_rslt = ($signed(a1) < $signed(mux_scr2)) ? 32'd1 : 32'd0;  
            4'b0100: alu_rslt = (a1 < mux_scr2) ? 32'd1 : 32'd0;  
            4'b0101: alu_rslt = a1 ^ mux_scr2;  
            4'b0110: alu_rslt = a1 >> (mux_scr2[4:0]);  
            4'b0111: alu_rslt = $signed(a1) >>> (mux_scr2[4:0]);  
            4'b1000: alu_rslt = a1 | mux_scr2;  
            4'b1001: alu_rslt = a1 & mux_scr2;  
            default: alu_rslt = a1+mux_scr2;
        endcase
    end
    always @(*) begin
        case (b_sel)
            3'b000: take_branch = (a1 == mux_scr2);  
            3'b001: take_branch = (a1 != mux_scr2);               
            3'b010: take_branch = ($signed(a1) < $signed(mux_scr2));   
            3'b011: take_branch = ($signed(a1) >= $signed(mux_scr2));  
            3'b100: take_branch = (a1 < mux_scr2);                
            3'b101: take_branch = (a1 >= mux_scr2);               
            default: take_branch = 1'b0;
        endcase
    end
endmodule
</file>
<file path="/design/flow/run.sh">
#!/bin/bash
# OpenROAD 26Q1-2900-gdf79404cd8, Yosys 0.63+post, stock flow scripts
make -C /OpenROAD-flow-scripts/flow DESIGN_CONFIG=/design/flow/config.mk WORK_HOME=/design/flow/orfs finish
</file>
==> CHANGELOG.md <==
### Changed

- Leak pwr: 0.004073 uW
- Synth cell count leaders: nor2_1, a21oi_1, inv_1
- Via count: 10640
- Largest net degree at the start of global routing: 71
- Via density per instance: 7.006
- Cell Rows: 48
- Status: completed
- Routed WL per cell: 25.37 um
- Seq Cell Count: 0
- CTS Hold Bufs: 0
- Ys cells: 1272
- # DRC: 0
- Post-synth seq share: 0
- Yosys warns: 1
- Drt first pass iters: 6
- HP Class: in2out
- Routed Antenna Nets: 0
- Setup tns final: 0 ns
- Syn_area_per_cell: 7.112 um^2
- Die Area: 18630 um^2
- CP Data Arrival Time: 6.52 ns
- Final hold slack: 5.301 ns
- Tool warnings: 98
- Hold path start: mux_scr2[4]
- Clkbuf count: 0
- Max-cap violations: 0
- Slew at the pin closest to its max-slew limit: 1.058 ns
- Post-synth top area share: 0.1342
- Routability cong.: 1.066
- Fin. Hold Viols: 0
- Final core occ: 0.5709
- Dpl hpwl: 29480 um
- I/O Pins: 104
- Area leader, netlist: ha_1
- YS chip area: 9046 um^2
- Crit path DRT: 8.32 ns
- Global-route wire length before repair: 56750 um
- Final Max Slew Viols: 0
- Power Dens Cells: 57.44 nW/um^2
- Post-CTS Setup Repair Bufs: 0
- # port buffers: 104
- Mapped Cells: 1272
- Crit Path Max Fanout: 13
- Fin crit share: 0.8274
- Final setup viols: 0
- Total power: 573.2 uW
- Vias in the first global route: 9272
- Initial antenna violation count: 0
- Tot GR Track Use: 0.4174
- Cell variety after synth: 95
- Fmax: 116.2 MHz
- Fillers: 1691
- RSZ-0062 raised after global routing: no
- CP Launch Point: a1[14]
- Post-CTS Resized: 0
- Final min period: 8.605 ns
- Die W: 136.5 um
- VDD IR-drop max: 0.00004233 V
- Floorplan core density: 0.5176
- Layout Area Growth over Synthesis: 10.30%
- Drt total wl: 38510 um
- Register area: 0 um^2
- Worst Setup Start Kind: input pin
- Hold Crit Depth: 5
- 1st-iter DRT viols: 1152
- Slew HR: 0.2856
- Cell Area, Synth: 9046 um^2
- WHS Endpoint: alu_rslt[11]
- Total grt overflow: 0
- Core area: 17480 um^2
- CP endpoint kind: primary output
- Yosys top cell by instances: nor2_1
- ANT cells: 0
- WS Path Type: in2out
- Largest cells by area: ha_1, mux4_2, a21oi_1
- Die height: 136.5 um
- Layout cells sized above 1: 0.1067
power by group:
| part | total (uW) | internal, uW | switching (uW) |
|---|---|---|---|
| clock network | 0 | 0 | 0 |
| logic | 573 | 238 | 335 |
| registers | 0 | 0 | 0 |
| total | 573 | 238 | 335 |
layout make-up:
type	instances	area [um^2]	share of cell area
Tap cell	225	281.5	0.02821
Multi-Input combinational cell	1065	8135	0.8153
Timing Repair Buffer	124	1171	0.1174
Inverter	104	390.4	0.03912
worst max-delay path, stage by stage:
cell and delay (ns):
clkdlybuf4s50_1 0.80, inv_1 0.18, ha_1 0.57, inv_1 0.14
a2111oi_0 0.53, nand2_1 0.17, o31ai_4 0.33, o311ai_4 0.19
o211ai_1 0.26, a21oi_1 0.13, o211a_1 0.23, o32ai_1 0.36
clkdlybuf4s50_1 0.53
through the flow:
stage | setup WS (ns) | std cells | instance area (um^2)
6_report | 1.795 | 1518 | 9978
5_1_grt | 1.542 | 1518 | 9978
4_1_cts | 1.888 | 1518 | 9978
3_5_place_dp | 1.899 | 1518 | 9978
3_3_place_gp | 1.927 | 1518 | 9978
2_1_floorplan | 2.785 | 1272 | 9046
worst max path at each step:
stage,slack [ns],endpoint,cells past startpoint
CTS,1.89,alu_rslt[31],13
global route,1.54,alu_rslt[31],13
finish,1.80,alu_rslt[31],13
routing by layer:
layer	vias to the layer above	routed length, um	track usage
met3	114	4438	0.09335
met4	0	1836	0.1648
met2	681	16740	0.6382
met1	4991	15500	0.5733
met5	-	0	0
li1	4849	-	-
cells in the final DEF (no fill, tap or decap), types with 6 or more instances in the layout:
cell / count
nor2_1: 128
a21oi_1: 103
inv_1: 102
nand2_1: 101
clkdlybuf4s50_1: 99
ha_1: 97
o21ai_0: 96
mux4_2: 45
mux2i_1: 37
o211ai_1: 34
nor3_1: 29
a211oi_1: 25
mux2_2: 24
buf_4: 22
a221oi_1: 18
a22oi_1: 18
nor2b_1: 15
a21o_1: 14
nand2b_1: 14
o21a_1: 14
o31ai_1: 13
o221ai_1: 13
nand3_1: 12
a31oi_1: 12
o2111ai_1: 12
o22ai_1: 12
nor4_1: 10
or3_1: 10
and3_1: 9
or2_2: 8
a2111oi_0: 7
o311ai_0: 7
a221o_1: 7
and2_1: 7
xor2_1: 6
o21bai_1: 6
a311oi_1: 6
cells by family after synthesis:
| kind of cell | share of synthesized area |
|---|---|
| multiplexers | 0.1845 |
| XOR/XNOR | 0.008714 |
| buffers and inverters | 0.1035 |
| AND-OR/OR-AND | 0.3635 |
| AND/OR/NAND/NOR | 0.2012 |
| adder cells (fa/ha/maj) | 0.1386 |
Power and IR drop assume default switching activity.
